==> design.v <==
`timescale 1ns / 1ps
module baud_rate_generator (
    input          clk,          
    input          rst,          
    input          load_divisor, 
    input  [7:0]   dll,          
    input  [7:0]   dlm,          
    output reg     baud_tick,    
    output reg     tick16        
);
    reg [15:0] divisor_reg;       
    reg [15:0] count_16x;         
    reg [3:0]  baud_tick_counter; 
    wire [15:0] divisor_value = {dlm, dll};
    always @(posedge clk or posedge rst) begin
        if (rst) begin
            divisor_reg       <= 16'd651;  
            count_16x         <= 16'd0;
            baud_tick_counter <= 4'd0;
            baud_tick         <= 1'b0;
            tick16            <= 1'b0;
        end else begin
            if (load_divisor) begin
                divisor_reg       <= divisor_value;
                count_16x         <= 16'd0;
                baud_tick_counter <= 4'd0;
                baud_tick         <= 1'b0;
                tick16            <= 1'b0;
            end else begin
                baud_tick <= 1'b0;
                tick16    <= 1'b0;
                if (count_16x == divisor_reg - 1) begin
                    count_16x <= 16'd0;    
                    tick16    <= 1'b1;     
                    if (baud_tick_counter == 4'd15) begin
                        baud_tick_counter <= 4'd0;    
                        baud_tick         <= 1'b1;    
                    end else begin
                        baud_tick_counter <= baud_tick_counter + 1; 
                    end
                end else begin
                    count_16x <= count_16x + 1; 
                end
            end
        end
    end
endmodule
`timescale 1ns / 1ps
module fifo (
    input clk,
    input rst,
    input wr_en,
    input rd_en,
    input [7:0] din,
    output wire [7:0] dout,  
    output reg [4:0] count,
    output full,
    output empty
);
    reg [7:0] mem [0:15];  
    reg [3:0] rd_ptr, wr_ptr;
    integer i;
    initial begin
        for (i = 0; i < 16; i = i + 1) begin
            mem[i] = 8'h00;  
        end
        rd_ptr = 0;
        wr_ptr = 0;
        count = 0;
    end
    assign full  = (count == 5'd16);  
    assign empty = (count == 0);
    assign dout = mem[rd_ptr];  
    always @(posedge clk or posedge rst) begin
        if (rst) begin
            count <= 0;
            rd_ptr <= 0;
            wr_ptr <= 0;
        end else begin
            if (wr_en && !full) begin
                mem[wr_ptr] <= din;
                wr_ptr <= (wr_ptr == 15) ? 0 : wr_ptr + 1;
            end
            if (rd_en && !empty) begin
                rd_ptr <= (rd_ptr == 15) ? 0 : rd_ptr + 1;
            end
            case ({wr_en && !full, rd_en && !empty})
                2'b01: count <= count - 1;  
                2'b10: count <= count + 1;  
                2'b11: count <= count;      
                default: count <= count;    
            endcase
        end
    end
endmodule
`timescale 1ns/1ps
module registers (
    input clk, rst, cs, wr,rd,
    input [2:0] addr,
    input [7:0] wdata, rbr, iir, lsr, thr,
    output [7:0]  dll, dlm, ier, lcr, scr,
    output reg write_thr, read_rbr, load_divisor, fifo_rst_tx, fifo_rst_rx,
    output reg [7:0] rdata
);
    reg [7:0] fcr;
    wire dlab = lcr[7];   
    reg [7:0] scr_reg;
    reg [7:0] lcr_reg;
    reg [7:0] dll_reg;
    reg [7:0] dlm_reg;
    reg [7:0] ier_reg;
    reg [7:0] iir_reg;
    reg [7:0] lsr_reg;
    always @(posedge clk or posedge rst) begin
        if (rst) begin
            dll_reg <= 8'd0;
            dlm_reg <= 8'd0;
            ier_reg <= 8'd0;
            lcr_reg <= 8'd0;
            scr_reg <= 8'd0;
            fcr <= 8'd0;
            write_thr <= 1'b0;
            load_divisor <= 1'b0;
            fifo_rst_tx <= 1'b0;
            fifo_rst_rx <= 1'b0;
        end else begin
            write_thr <= 1'b0;
            load_divisor <= 1'b0;
            fifo_rst_tx <= 1'b0;
            fifo_rst_rx <= 1'b0;
            if (cs && wr) begin
                case (addr)
                    3'd0: begin
                        if (dlab) begin
                            dll_reg <= wdata;
                            load_divisor <= 1'b1;
                        end else begin
                            write_thr <= 1'b1;
                        end
                    end
                    3'd1: begin
                        if (dlab) begin
                            dlm_reg <= wdata;
                            load_divisor <= 1'b1;
                        end else begin
                            ier_reg <= wdata;
                        end
                    end
                    3'd2: begin
                        fcr <= wdata;
                        fifo_rst_rx <= wdata[1];  
                        fifo_rst_tx <= wdata[2];
                    end
                    3'd3: lcr_reg <= wdata;
                    3'd7: scr_reg <= wdata;
                    default: ;  
                endcase
            end
        end
    end
    assign dll = dll_reg;
    assign dlm = dlm_reg;
    assign ier = ier_reg;
    assign lcr = lcr_reg;
    assign scr = scr_reg;
    always @(*) begin
        rdata = 8'd0;
        read_rbr = 1'b0;
        if (cs && !wr) begin
            case (addr)
                3'd0: begin
                    if (dlab) begin
                        rdata = dll_reg;
                   end else begin
                        rdata = rbr;
                        read_rbr = 1'b1;
                    end
                end
                3'd1: begin  
                    if (dlab) begin
                        rdata = dlm_reg;
                    end else begin
                        rdata = ier_reg;
                    end
                end
                3'd2: begin  
                    rdata = iir;
                end
                3'd3: begin  
                    rdata = lcr_reg;
                end
                3'd5: begin  
                    rdata = lsr;
                end
                3'd7: begin  
                    rdata = scr_reg;
                end
                default: begin
                    rdata = 8'h00;  
                end
            endcase
        end
    end
endmodule
`timescale 1ns/1ps
module rx(
  input        clk, rst,
  input        baud_tick,    
  input        tick16,       
  input        srx,          
  input  [7:0] lcr,          
  output reg [7:0] rbr,      
  output reg     rbr_full,   
  output reg     frame_err,  
  output reg     parity_err  
);
  localparam IDLE=0, START=1, DATA=2, STOP=3;
  reg [1:0]  state;
  reg [3:0]  os_count;     
  reg [2:0]  bit_count;    
  reg [7:0]  shift_reg;    
  reg [1:0]  srx_sync;     
  reg        srx_prev;     
  reg calculated_parity;
  integer j;
  reg rbr_full_d;
  wire [3:0] word_len = (lcr[1:0]==2'b11) ? 8 :
                         (lcr[1:0]==2'b10) ? 7 :
                         (lcr[1:0]==2'b01) ? 6 : 5;
  wire parity_en = lcr[3];  
  wire even_parity = lcr[4];  
  reg expected_parity_bit_value;
  always @(posedge clk) begin
    srx_sync <= {srx_sync[0], srx};
    srx_prev <= srx_sync[1]; 
  end
  always @(posedge clk or posedge rst) begin
    if (rst) begin
        state       <= IDLE;
        os_count    <= 4'd0;
        bit_count   <= 3'd0;
        rbr_full    <= 1'b0;
        rbr_full_d<=1'b0;
        frame_err   <= 1'b0;
        parity_err  <= 1'b0;
        shift_reg   <= 8'd0;
    end else begin
        rbr_full    <= 1'b0; 
        rbr_full_d<=rbr_full;
        frame_err   <= 1'b0; 
        case (state)
            IDLE: begin
                if (srx_sync[1] == 1'b0) begin 
                    state    <= START;
                    os_count <= 4'd0; 
                end
            end
            START: begin
                if (tick16) begin 
                    os_count <= os_count + 1;
                    if (os_count == 8) begin  
                        if (srx_sync[1] == 1'b0) begin 
                            state       <= DATA;
                            os_count    <= 4'd0; 
                            bit_count   <= 3'd0; 
                        end else begin
                            frame_err <= 1'b1;
                            state     <= IDLE;
                        end
                    end
                end
            end
            DATA: begin
                if (tick16) begin 
                    os_count <= os_count + 1;
                    if (os_count == 8) begin 
                        shift_reg[bit_count] <= srx_sync[1]; 
                    end
                    if (os_count == 15) begin 
                        if (bit_count == word_len - 1) begin  
                            state       <= STOP;
                            os_count    <= 4'd0; 
                        end else begin
                            bit_count   <= bit_count + 1; 
                            os_count    <= 4'd0; 
                        end
                    end
                end
            end
            STOP: begin
                if (tick16) begin 
                    os_count <= os_count + 1;
                    if (os_count == 8) begin
                        if (srx_sync[1] != 1'b1) frame_err <= 1'b1; 
                    end
                    if (os_count == 15) begin 
                        rbr_full <= 1'b1; 
                        rbr      <= shift_reg; 
                        state    <= IDLE; 
                        os_count <= 4'd0; 
                    end
                end
            end
            default: state <= IDLE; 
        endcase
    end
end
endmodule
`timescale 1ns/1ps
module tx (
    input        clk,
    input        rst,
    input        baud_tick,
    input        write_thr,
    input  [7:0] thr_data,
    input  [7:0] lcr,
    output       stx,
    output reg   thr_empty,
    output reg   tx_done
);
    localparam IDLE   = 3'd0,
               START  = 3'd1,
               DATA   = 3'd2,
               PARITY = 3'd3,
               STOP   = 3'd4;
    reg [2:0]  state, next_state;
    reg [3:0]  tick_count;
    reg [7:0]  shift_reg;
    reg [7:0]  tx_data_latched;   
    reg        parity_bit;
    reg        stx_reg;
    reg [2:0]  bit_count;
    wire [1:0] word_len_sel = lcr[1:0];
    wire [3:0] word_len = (word_len_sel == 2'b00) ? 4'd5 :
                          (word_len_sel == 2'b01) ? 4'd6 :
                          (word_len_sel == 2'b10) ? 4'd7 : 4'd8;
    wire       parity_en   = lcr[3];
    wire       even_parity = lcr[4];
    wire       stop_bit2   = lcr[2];
    always @(posedge clk or posedge rst) begin
        if (rst)
            state <= IDLE;
        else
            state <= next_state;
    end
    always @(*) begin
        next_state = state;
        case (state)
            IDLE:   if (write_thr) next_state = START;
            START:  if (baud_tick) next_state = DATA;
            DATA:   if (baud_tick && (bit_count == word_len - 1))
                        next_state = parity_en ? PARITY : STOP;
            PARITY: if (baud_tick) next_state = STOP;
            STOP:   if (baud_tick) next_state = IDLE;
        endcase
    end
    always @(posedge clk or posedge rst) begin
        if (rst) begin
            tick_count     <= 0;
            bit_count      <= 0;
            tx_done        <= 0;
            shift_reg      <= 0;
            tx_data_latched <= 8'h00;
        end else begin
            tx_done <= 0;
            if (write_thr) begin
                tx_data_latched <= thr_data;
            end
            if (baud_tick) begin
                tick_count <= 0;
                case (state)
                    START: begin
                        shift_reg <= tx_data_latched;  
                        bit_count <= 0;
                        if (parity_en)
                            parity_bit <= even_parity ? ~(^tx_data_latched) : ^tx_data_latched;
                    end
                    DATA: begin
                        if (bit_count < word_len - 1) begin
                            shift_reg <= shift_reg >> 1;
                            bit_count <= bit_count + 1;
                        end
                    end
                    STOP: begin
                        tx_done <= 1;
                    end
                endcase
            end else if (state != IDLE) begin
                tick_count <= tick_count + 1;
            end
        end
    end
    always @(*) begin
        case (state)
            IDLE:    stx_reg = 1'b1;
            START:   stx_reg = 1'b0;
            DATA:    stx_reg = shift_reg[0];
            PARITY:  stx_reg = parity_bit;
            STOP:    stx_reg = 1'b1;
            default: stx_reg = 1'b1;
        endcase
    end
    assign stx = stx_reg;
    always @(*) begin
        thr_empty = (state == IDLE);
    end
endmodule
`timescale 1ns / 1ps
module uart_16550 (
    input         clk,         
    input         rst,         
    input         cs,          
    input         wr,          
    input  [2:0]  addr,        
    input  [7:0]  wdata,       
    output [7:0]  rdata,       
    output        irq,         
    input         rx,          
    output        tx,          
    output        out1,        
    output        out2         
);
    wire [7:0] rbr, iir, lsr, thr;
    wire [7:0] dll, dlm, ier, lcr, scr;
    wire write_thr, read_rbr, load_divisor;
    wire fifo_rst_tx, fifo_rst_rx;
    wire tick16;
    wire baud_tick;
    wire tx_done, thr_empty;
    wire rbr_full, frame_err, parity_err;
    wire [7:0] tx_fifo_out, rx_fifo_out;
    wire [3:0] tx_fifo_count, rx_fifo_count;
    wire tx_fifo_full, tx_fifo_empty;
    wire rx_fifo_full, rx_fifo_empty;
    wire tx_fifo_wr = write_thr && !lcr[7];  
    wire tx_fifo_rd = (thr_empty && !tx_fifo_empty);  
    wire rx_fifo_wr = rbr_full;
    wire rx_fifo_rd = read_rbr;
     wire [7:0] rx_rbr_output;  
    wire rx_rbr_full_output;   
    reg rx_fifo_wr_delayed;
    always @(posedge clk or posedge rst) begin
        if (rst) begin
            rx_fifo_wr_delayed <= 1'b0;
        end else begin
            rx_fifo_wr_delayed <= rx_rbr_full_output;  
        end
    end
    assign lsr = {
        1'b0,                       
        (thr_empty && tx_fifo_empty),  
        thr_empty,                  
        frame_err,                  
        parity_err,                 
        1'b0,                       
        (rx_fifo_full && rbr_full),  
        !rx_fifo_empty              
    };
    assign iir = 8'b0000_0100;  
    assign out1 = 1'b0;
    assign out2 = 1'b0;
    registers reg_file (
        .clk(clk),
        .rst(rst),
        .cs(cs),
        .wr(wr),
        .addr(addr),
        .wdata(wdata),
        .rbr(rx_fifo_out),  
        .iir(iir),
        .lsr(lsr),
        .thr(tx_fifo_out),  
        .rdata(rdata),
        .dll(dll),
        .dlm(dlm),
        .ier(ier),
        .lcr(lcr),
        .scr(scr),
        .write_thr(write_thr),
        .read_rbr(read_rbr),
        .load_divisor(load_divisor),
        .fifo_rst_tx(fifo_rst_tx),
        .fifo_rst_rx(fifo_rst_rx)
    );
    baud_rate_generator baud_gen (
        .clk(clk),
        .rst(rst),
        .load_divisor(load_divisor),
        .dll(dll),
        .dlm(dlm),
        .baud_tick(baud_tick),
        .tick16(tick16)
    );
    fifo tx_fifo (
        .clk(clk),
        .rst(rst | fifo_rst_tx),
        .wr_en(tx_fifo_wr),
        .rd_en(tx_fifo_rd),
        .din(wdata),  
        .dout(tx_fifo_out),  
        .count(tx_fifo_count),
        .full(tx_fifo_full),
        .empty(tx_fifo_empty)
    );
    fifo rx_fifo (
        .clk(clk),
        .rst(rst | fifo_rst_rx),
        .wr_en(rx_fifo_wr_delayed),
        .rd_en(read_rbr),
        .din(rx_rbr_output),  
        .dout(rx_fifo_out),  
        .count(rx_fifo_count),
        .full(rx_fifo_full),
        .empty(rx_fifo_empty)
    );
    tx transmitter (
        .clk(clk),
        .rst(rst),
        .baud_tick(baud_tick),
        .write_thr(tx_fifo_rd),  
        .thr_data(tx_fifo_out),
        .lcr(lcr),
        .stx(tx),
        .thr_empty(thr_empty),
        .tx_done(tx_done)
    );
    rx receiver (
        .clk(clk),
        .rst(rst),
        .baud_tick(baud_tick),
        .tick16(tick16),
        .srx(rx),  
        .lcr(lcr),
        .rbr(rx_rbr_output),
        .rbr_full(rx_rbr_full_output),
        .frame_err(frame_err),
        .parity_err(parity_err)
    );
    assign irq = !rx_fifo_empty && ier[0];
endmodule
==> run.sh <==
#!/bin/bash
# OpenROAD 26Q1-2900-gdf79404cd8, Yosys 0.63+post, stock flow scripts
make -C /OpenROAD-flow-scripts/flow DESIGN_CONFIG=/design/flow/config.mk WORK_HOME=/design/flow/orfs finish
==> config.mk <==
export PLATFORM = sky130hd
export DESIGN_NAME = uart_16550
export DESIGN_NICKNAME = uart_16550
export VERILOG_FILES = /design/flow/design.v
export SDC_FILE = /design/flow/constraint.sdc
export NUM_CORES = 4
export LEC_CHECK = 1
export CORE_UTILIZATION = 40
==> constraint.sdc <==
current_design uart_16550

set clk_period 4.4
set clk_io_pct 0.2

create_clock -name clk0 -period $clk_period [get_ports {clk}]

set non_clock_inputs [all_inputs -no_clocks]
set_input_delay [expr $clk_period * $clk_io_pct] -clock clk0 $non_clock_inputs
set_output_delay [expr $clk_period * $clk_io_pct] -clock clk0 [all_outputs]
==> impl_metrics.csv <==
group,metric,value,unit
run_status,outcome,"finished, final reports clean",
detailed_routing,via_per_inst,5.563,
logic_synthesis,top_logic_kind,"AND-OR/OR-AND gates",
grt,grt_pass1_wl,67.57,mm
floorplan,die_width,215.9,µm
detailed_routing,postRouteWirelength,42.61,mm
finish,area_growth,15.00,%
grt,antenna_found_initial,0,
logic_synthesis,syn_avg_cell_area,12.97,µm²
logic_synthesis,yosysTopAreaCell,"edfxtp_1",
clocking,clkLatencyLatePin,0.60,ns
timing,finalClockSkew,0.03996,ns
clocking,clk_path_buf_depth,3,
logic_synthesis,syn_area,18300,µm²
place,dp_hpwl,27.62,mm
detailed_routing,antennaDiodeCount,0,
clocking,postCtsResizedCells,2,
worst_setup_path,start_kind,"flip-flop",
logic_synthesis,aoi_share,11.90,%
clocking,cts_tree,"yes",
hold_path,hp-class,"reg -> reg",
finish,reg_top3,"rx_fifo.mem: 128 flops, tx_fifo.mem: 128 flops",
clocking,cts_buffers,44,
floorplan,die-area,46600,µm²
grt,grt_pass1_vias,11864,
logic_synthesis,simple_gate_share,9.581,%
power,ir_drop,0.2414,mV
detailed_routing,final_antenna_net_count,0,
logic_synthesis,synthCells,1411,
clocking,clkSlewWorstSetupHoldPaths,0.06,ns
logic_synthesis,yosys_area,18300,µm²
clocking,ctsHoldBuffers,0,
logic_synthesis,synthArstFlopShare,36.58,%
timing,worst_pin_slew,0.9423,ns
logic_synthesis,dominantRegCellSynth,"edfxtp_1",
timing,fin_setup_tns,0,ns
logic_synthesis,ys_cells,1411,
finish,fill_cells,3900,
worst_setup_path,crit_type,"reg -> out",
timing,period_needed,4.212,ns
place,place_congestion,0.9179,
logic_synthesis,synth_cell_types,73,
timing,hold_violations,0,
logic_synthesis,area_leaders,"edfxtp_1 (43%), dfrtp_1 (20%), mux2_2 (4.2%)",
clocking,cts_setup_buffers,0,
clocking,cts.sink_count,421,
timing,post-route-worst-setup-slack,0.1883,ns
timing,fmax,0.2374,GHz
detailed_routing,dr.pass1.iters,5,
finish,drive_gt1_share,15.01,%
detailed_routing,wl_per_cell,20.31,µm
logic_synthesis,ys_seq_share,64.83,%
job,warnings,41,
grt,overflow,0,
place,io_buffers,25,
logic_synthesis,xor_share,2.777,%
floorplan,fp_util,40.93,%
power,power_leakage,7.712,nW
job,cap_violations,0,
detailed_routing,vias,11672,
logic_synthesis,ys_ff,421,
floorplan,num_rows,77,
logic_synthesis,top_area_share,43.50,%
logic_synthesis,edf_count,265,
detailed_routing,drc,0,
worst_setup_path,cp.arrival,3.33,ns
place,pre_cts_slack,0.4341,ns
floorplan,die_h,215.9,µm
logic_synthesis,synthAdderAreaFrac,2.681,%
timing,finalCritPeriodShare,95.72,%
clocking,root_buffer,"clkbuf_16",
grt,track_usage,20.11,%
logic_synthesis,yosys_warnings,10,
worst_setup_path,crit_fanout,33,
timing,finalSetupViolCount,0,
worst_setup_path,cp.required,3.52,ns
floorplan,core_region_area,44700,µm²
power,powerDensity,434.2,nW/µm²
grt,grt_max_degree,45,
timing,maxSlewViolCount,0,
timing,rsz0062_at_grt,"false",
logic_synthesis,mux_area_share,5.738,%
clocking,htree_levels,2,
worst_setup_path,endpoint_kind,"output pin",
detailed_routing,drt_iter0_markers,830,
floorplan,io_pins,28,
timing,relSlewSlack,36.94,%
-- metal layers --
layer	global-route usage, %	wire, µm
met5	0	0
met4	4.681	1064
met3	9.978	4936
met2	28.53	19150
met1	29.40	17450
-- path summary, 6_finish.rpt --
| path | start | endpoint | slack (ns) | cells past startpoint |
|---|---|---|---|---|
| worst max-delay path | rx_fifo.rd_ptr[0] | rdata[6] | 0.19 | 10 |
| worst min-delay path | receiver.srx_sync[0] | receiver.srx_sync[1] | 0.33 | 0 |
| worst max register to register | baud_gen.divisor_reg[0] | baud_gen.count_16x[11] | 0.94 | 9 |
| worst min register to register | receiver.srx_sync[0] | receiver.srx_sync[1] | 0.33 | 0 |
| max in group asynchronous | rst | baud_gen.divisor_reg[1] | 2.34 | 3 |
| min in group asynchronous | reg_file.fifo_rst_rx | rx_fifo.rd_ptr[2] | 0.39 | 2 |
-- report_power, final --
part / leakage, nW / switching (W) / internal, W
Clock: 0.716 / 0.00154 / 0.00218
Sequential: 4.44 / 0.000198 / 0.00436
Combinational: 2.56 / 0.000457 / 0.000401
Total: 7.71 / 0.00219 / 0.00694
-- cell usage in the layout (no fill, tap or decap), types with 9 or more instances in the layout --
cell	count
a21oi_1	51
nor3_1	16
and3_1	9
clkbuf_16	45
ha_1	34
clkdlybuf4s50_1	25
a31oi_1	14
a21o_1	10
mux2_2	68
nor2b_1	11
a22oi_1	35
dfrtp_1	147
a22o_1	12
nor2_1	109
nand2_1	118
inv_1	40
a211oi_1	14
edfxtp_1	265
o21ai_0	71
buf_4	59
mux2i_1	16
nand3_1	49
a222oi_1	27
a221oi_1	17
xnor2_1	38
clkbuf_1	14
xor2_1	20
-- cell families after synthesis --
logic type	count (synthesis)
xor+xnor	58
simple gates	373
fa+ha+maj	38
mux	90
flops	421
compound gates	312
other cells	1
buf+inv	118
-- cells in the mapped netlist (14+ instances only) --
library cell,instances
nor3_1,17
a211oi_1,14
inv_1,42
edfxtp_1,265
a222oi_1,27
dfrtp_1,147
a21oi_1,52
nor2_1,109
nand2_1,118
xnor2_1,38
a31oi_1,14
nand3_1,49
o21ai_0,71
xor2_1,20
a221oi_1,18
ha_1,36
a22oi_1,35
clkbuf_1,61
mux2i_1,16
mux2_2,68
-- per-stage QoR --
stage               util [%]  total power (W)  hold WS [ns]  area [µm²]  std cells
floorplan                  -         0.005230        0.3096       18300       1412
global placement       43.63         0.005471        0.3125       19510       2016
detailed placement     43.63         0.005483        0.3153       19510       2016
CTS                    46.95         0.009243        0.3285       20990       2098
global route           47.07         0.009544        0.3433       21040       2098
finish                 47.07         0.009136        0.3269       21040       2098
-- final cells by class --
cell class,count,area (µm²),area share [%]
flip-flops and latches,421,11860,56.37
multi-input cells,873,6042,28.72
clock buffers,65,1261,5.994
repair buffers,87,753.2,3.580
well taps,592,740.7,3.520
clock inverters,17,219.0,1.041
inverters,43,163.9,0.7790
-- worst max-delay path: stages (launching register included) --
cell	delay [ns]
dfrtp_1	0.45
inv_2	0.11
ha_1	0.24
buf_12	0.18
a221oi_1	0.52
a311o_1	0.20
o311ai_0	0.11
a21oi_1	0.20
o221ai_2	0.14
nor2b_1	0.16
clkdlybuf4s50_1	0.40
Power and IR drop assume default switching activity.
